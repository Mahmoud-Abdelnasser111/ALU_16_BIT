## flow/config.mk

```make
export PLATFORM = sky130hd
export DESIGN_NAME = ARITHMETIC_UNIT
export DESIGN_NICKNAME = ARITHMETIC_UNIT
export VERILOG_FILES = /design/flow/design.v
export SDC_FILE = /design/flow/constraint.sdc
export NUM_CORES = 4
export LEC_CHECK = 1
export CORE_UTILIZATION = 30
```

## flow/design.v

```verilog
module ARITHMETIC_UNIT  
#( parameter  IN_DATA_WIDTH =16 , OUT_DATA_WIDTH =32  )
(
input  wire  signed [IN_DATA_WIDTH-1:0]   A   ,
input  wire  signed [IN_DATA_WIDTH-1:0]   B   ,
input  wire         [1:0]      		      ALU_FUNC ,
input  wire                       		  CLK ,
input  wire                      		  RST ,
input  wire                       		  Arith_enable ,
output reg          [OUT_DATA_WIDTH-1:0]  Arith_OUT,
output reg                        		  Arith_Flag
);
reg  [OUT_DATA_WIDTH-1:0]  Arith_OUT_comb  ;
reg                        Arith_Flag_comb ;
   always @ (posedge CLK or negedge RST)
 begin 
   if (!RST)
     begin
      Arith_OUT  <= 'b0 ;
      Arith_Flag <= 'b0 ;		  
	 end
   else
     begin   
      Arith_OUT  <= Arith_OUT_comb ;
      Arith_Flag <= Arith_Flag_comb ;
	 end
 end
always @(*) begin
     Arith_OUT_comb = 1'b0 ;
    Arith_Flag_comb = 1'b0 ;
if(Arith_enable)
      case (ALU_FUNC)
      2'b00 : begin
              Arith_OUT_comb = A + B ;
              Arith_Flag_comb = 1'b1 ;              
		      end
      2'b01 : begin
              Arith_OUT_comb = A - B ;
              Arith_Flag_comb = 1'b1 ;           
		      end
      2'b10 : begin
              Arith_OUT_comb = A * B ;
              Arith_Flag_comb = 1'b1 ;           
		      end
      2'b11 : begin
            if (B != 0) Arith_OUT_comb = A / B ;
              Arith_Flag_comb = 1'b1 ;           
		      end
      endcase
    else 
    begin
Arith_OUT_comb = 'b0 ; 
Arith_Flag_comb = 1'b0 ;
    end
end
endmodule
```

## flow/run.sh

```bash
#!/bin/bash
# OpenROAD 26Q1-2900-gdf79404cd8, Yosys 0.63+post, stock flow scripts
make -C /OpenROAD-flow-scripts/flow DESIGN_CONFIG=/design/flow/config.mk WORK_HOME=/design/flow/orfs finish
```

## flow/constraint.sdc

```tcl
current_design ARITHMETIC_UNIT

set clk_period 1.0
set clk_io_pct 0.2

create_clock -name clk0 -period $clk_period [get_ports {CLK}]

set non_clock_inputs [all_inputs -no_clocks]
set_input_delay [expr $clk_period * $clk_io_pct] -clock clk0 $non_clock_inputs
set_output_delay [expr $clk_period * $clk_io_pct] -clock clk0 [all_outputs]
```

==> impl_metrics.tcl <==
# collected from the flow reports
set metrics [dict create \
    final_cell_area_sq_mm 0.07376 \
    via_count 55200 \
    m1WireLength_um 92410 \
    worstSetupStartpoint "B[13]" \
    timing.final.max_slew_violations 0 \
    fin_crit_ps 59460 \
    fp.coreArea_sq_mm 0.1400 \
    ys_area_sq_mm 0.04254 \
    cts_hold_repair.buffers 0 \
    yosys_cells 5860 \
    worst_setup_path_end_kind "register" \
    critPathKind "in -> reg" \
    post_synth_instance_area_sq_mm 0.04254 \
    critical_path_required_ps 1210 \
    setup_violations 39 \
    whs_ps 305.3 \
    layout.filler_cells 12450 \
    synth.largest_area_cell "ha_1" \
    timing.critical_path.mode_cell "buf_4" \
    unrepaired_setup_endpoints_after_global_routing "yes" \
    post-synth-top-area-fraction_pct 19.00 \
    post_synth_inst_count 5860 \
    top_layer_used "met5" \
    max_cap_viol_count 0 \
    floorplanUtilization_pct 30.37 \
    tritoncts "done" \
    achievable-frequency_mhz 16.82 \
    area_growth_from_synthesis_to_layout_pct 73.40 \
    cts_root_buffer "clkbuf_16" \
    wirelength_um 208500 \
    post_synth_main_area_contributors "ha_1 (19%), fa_1 (12%), xnor2_1 (5.7%)" \
    final-comb-area_sq_mm 0.04587 \
    grt_antenna_before_repair 4 \
    die_height_um 378.5 \
    yosys_most_used_dff "dfrtp_1" \
    wl_met3_um 15300 \
    hpwlAfterDp_um 169600 \
    cts_buffers 5 \
    cts.clk_slew.worst_paths_ps 50 \
    io_pins 70 \
    cpPeakStageDelay_ps 520 \
    core.rowCount 137 \
    pin_count_of_the_biggest_net_entering_global_routing 34 \
    routed_via_density 5.207 \
    worst_path_max_delay_cell "or4_4" \
    setup_slack_ps -58460 \
    ys.warnings.count 1 \
    die_w_um 378.5 \
    met2_length_um 92680 \
    fin_crit_share_pct 5946 \
    clock_path_buffers 2 \
    worstMarginPinSlew_ps 916.3 \
    drc 0 \
    wire_length_of_the_first_global_routing_pass_um 306900 \
    syn-mean-instance-area_sq_um 7.259 \
    cp.arrival_ps 59670 \
    dieArea_sq_mm 0.1433 \
    crit_path_max_fanout 17 \
    synth.distinct_cells 116 \
    clkSinkCount 33 \
    yosys.stat.seqShare_pct 1.941 \
    layout_top_cell_excl_fill_tap "buf_4" \
    grt_usage_pct 28.59 \
    drt-initial-drc-count 3311 \
    status "finished with violations" \
    gpl.final_weighted_congestion 1.046 \
    endpoint "Arith_OUT[24]$_DFF_PN0_" \
    h_tree_level_count 2 \
    crit_path_start_kind "primary input" \
    grt_pass1_vias 52100 \
    final_layout_size_suffix_gt1_share_pct 44.89 \
    drt_pre_antenna_iters 5 \
    antenna_left 0 \
    finalHoldViolCount 0 \
    route.detailed.wl_per_inst_um 19.67 \
    dpl_cell_area_sq_mm 0.06524 \
    hp-class "in -> async" \
    grt.overflow.total 0 \
    regArea_sq_um 825.8 \
    tool_warnings 46 \
    ys_async_sr_fraction_pct 100.0 \
    enable_flop_cells 0 \
    synth_flops 33 \
    most-common-layout-cells "buf_4 (2694), nand2_1 (581), ha_1 (522), inv_1 (454), nor2_1 (444)" \
    failing_checks "setup timing" \
    slew_headroom_pct 38.48 \
    io_buffers 69 \
]
how the worst min path moves through the flow:
stage                 start                     end  slack, ps  cells after the start
final                   RST    Arith_Flag$_DFF_PN0_        310                      2
after global routing    RST  Arith_OUT[2]$_DFF_PN0_        330                      2
after CTS               RST  Arith_OUT[2]$_DFF_PN0_        310                      2
stage by stage:
step	TNS (ps)	worst slack [ps]	cells	utilization [%]
final	-1865200	-58460	10600	52.67
after detailed placement	-2021040	-63580	10210	46.58
after CTS	-1868090	-58620	10390	49.13
after floorplan	-1881920	-59080	6010	-
after global placement	-2011580	-63280	10210	46.58
after global routing	-1935010	-60630	10600	52.66
timing repair:
action,4_1_cts,5_1_grt
buffers inserted,170,209
resized,546,676
cloned,3,8
setup endpoints to repair,65,48
pin swaps,257,406
layout make-up:
type | count | share of cell area, %
antenna | 3 | 0.01018
tap | 1876 | 3.182
sequential | 33 | 1.120
inverter | 476 | 2.448
clock inverter | 1 | 0.04071
timing repair buffer | 2902 | 30.82
multi-input combinational | 5302 | 62.18
clock buffer | 7 | 0.1934
flip-flops by register name, summed over array words and instances (netlist names):
signal      flops
Arith_OUT      32
Arith_Flag      1
cell usage after synthesis (17+ instances only):
master and instances:
ha_1 646, o21ai_1 33, or2_2 38, nand3_1 124
xor2_1 150, dfrtp_1 33, inv_1 475, mux2i_1 25
xnor2_1 279, nand2b_1 68, a31oi_1 101, and2_1 97
and3_1 44, o221ai_1 23, a41oi_1 25, mux2_2 46
nand2_1 628, a211oi_1 64, nor3_1 138, o21ai_0 289
nor4_1 32, a21o_1 182, o31a_1 17, o21a_1 111
o211ai_1 52, buf_1 29, a21boi_0 32, nand4_1 51
nor2b_1 51, a211o_1 25, or3_1 71, o31ai_1 55
a221oi_1 29, a21oi_1 447, nor2_1 532, clkbuf_1 150
o21bai_1 42, fa_1 264, o22ai_1 27
metal layers:
layer,up-vias,GRT usage (%)
met2,1787,45.73
met1,26260,39.65
li1,26770,-
met3,375,4.978
met4,2,8.021
met5,-,0.03431
critical path: cells and delay by family:
family / cells / cell delay [ps]
multiplexers: 6 / 1850
adder cells (fa/ha/maj): 31 / 7780
AND-OR/OR-AND: 138 / 27060
XOR/XNOR: 2 / 300
buffers and inverters: 60 / 8530
AND/OR/NAND/NOR: 76 / 13730
kinds of logic after synthesis:
family                     after synthesis  synth area share (%)
adders and majority gates              910                 31.43
muxes                                   71                 1.806
DFF                                     33                 1.941
AOI/OAI and AO/OA                     1772                 27.83
other                                    2               0.01766
xor gates and xnor gates               430                 8.872
buffers and inverters                  676                 6.121
and+or+nand+nor                       1966                 21.99

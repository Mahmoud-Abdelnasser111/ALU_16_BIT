## /design/flow/design.v

```verilog
module CMP_UNIT 
#(parameter IN_DATA_WIDTH = 16 , OUT_DATA_WIDTH = 2)
(
input  wire [IN_DATA_WIDTH-1:0]   A   ,
input  wire [IN_DATA_WIDTH-1:0]   B   ,
input  wire [1:0]                 ALU_FUNC ,
input  wire                       CLK ,
input  wire                       RST ,
input  wire                       CMP_enable ,
output reg  [OUT_DATA_WIDTH-1:0]  CMP_OUT ,
output reg                        CMP_Flag
);
reg [OUT_DATA_WIDTH-1:0]  CMP_OUT_comb  ;
reg                       CMP_Flag_comb ;
always @ (posedge CLK or negedge RST)
 begin 
   if (!RST)
     begin
      CMP_OUT  <= 'b0 ;
      CMP_Flag <= 'b0 ;	
	 end
   else
     begin   
      CMP_OUT  <= CMP_OUT_comb ;
      CMP_Flag <= CMP_Flag_comb ;
	 end
 end	
 always @(*) begin
    CMP_OUT_comb = 1'b0 ;
    CMP_Flag_comb = 1'b0 ;
    if(CMP_enable)
      case (ALU_FUNC)
      2'b00 : begin
              CMP_OUT_comb = 'b0  ;
              CMP_Flag_comb = 1'b1 ;              
		      end
      2'b01 : begin
              CMP_Flag_comb = 1'b1 ;  
              if (A==B)
                CMP_OUT_comb = 'b1;
              else
                CMP_OUT_comb = 'b0;			  
		      end
      2'b10 : begin
              CMP_Flag_comb = 1'b1 ;  
              if (A>B)
                CMP_OUT_comb = 'b10;
              else
                CMP_OUT_comb = 'b0;			  
		      end
      2'b11 : begin
              CMP_Flag_comb = 1'b1 ; 
              if (A<B)
                CMP_OUT_comb = 'b11;
              else
                CMP_OUT_comb = 'b0;			  
		      end
      endcase
	else
	 begin
      CMP_OUT_comb = 'b0 ;
      CMP_Flag_comb = 1'b0 ;
     end
 end
endmodule
```

## /design/flow/run.sh

```bash
#!/bin/bash
# OpenROAD 26Q1-2900-gdf79404cd8, Yosys 0.63+post, stock flow scripts
make -C /OpenROAD-flow-scripts/flow DESIGN_CONFIG=/design/flow/config.mk WORK_HOME=/design/flow/orfs finish
```

## /design/flow/config.mk

```make
export PLATFORM = sky130hd
export DESIGN_NAME = CMP_UNIT
export DESIGN_NICKNAME = CMP_UNIT
export VERILOG_FILES = /design/flow/design.v
export SDC_FILE = /design/flow/constraint.sdc
export NUM_CORES = 4
export LEC_CHECK = 1
export CORE_AREA = 10 10 70 70
export DIE_AREA = 0 0 80 80
```

## /design/flow/constraint.sdc

```tcl
current_design CMP_UNIT

set clk_period 1.0
set clk_io_pct 0.2

create_clock -name clk0 -period $clk_period [get_ports {CLK}]

set non_clock_inputs [all_inputs -no_clocks]
set_input_delay [expr $clk_period * $clk_io_pct] -clock clk0 $non_clock_inputs
set_output_delay [expr $clk_period * $clk_io_pct] -clock clk0 [all_outputs]
```

==> results.cfg <==
; implementation run metrics
[final_layout]
logic_area_um2 = 622
drive_above_1_share_pct = 50.9
final_cell_mix = ha_4 (14), clkdlybuf4s15_1 (11), inv_2 (10)
final-seq-area_um2 = 75.1
fillCellCount = 336
final_core_util_pct = 37.7
layout_top_cell = ha_4
synthToLayoutAreaGrowth_pct = 140

[place]
place_ws_ps = -1050
hpwlAfterDp_mm = 1.56
port_buffers = 39
gp_congestion = 0.839

[cts]
numCtsBuffers = 3
cts-root-buf = clkbuf_4
clk_pin_slew_ps = 40
clockBufferDepth = 2
clock-sinks = 3
htreeDepth = 1
cts_tree = yes

[setup_path]
crit_chain = dlygate4sd2_1 -> ha_4 -> nand2_2 -> nor4_4 -> o21ai_2 -> nand3_2 -> mux2i_1
worstPathMaxFanout = 2
cp-start-kind = input port
slowest_stage = ha_4
cp_top_family = simple AND/OR/NAND/NOR gates
worstPathArrival_ps = 1400
worst-path-buf-inv = 1
endpoint_kind = flip-flop
cpPeakStageDelay_ps = 270
cp.required_ps = 1150
crit_type = in2reg

[global_route]
grt_max_degree = 5
grt_pass1_vias = 678
antenna_found_initial = 0
overflow = 0
use_met2_pct = 7.87
met1_usage_pct = 7.71
met3_usage_pct = 1.93
grt_first_pass_wirelength_mm = 2.96
busiest_layer = met2
gr-usage-all-layers_pct = 5.46

[floorplan]
fp-utilization_pct = 15.7
io_pins = 40
chipArea_mm2 = 0.00640
std_cell_rows = 21
coreArea_mm2 = 0.00342
die_w_um = 80
die_y_um = 80

[hold_path]
hp-class = in2async

[drt]
viasPerCell = 3.90
ant_nets = 0
route.vias.total = 632
drt_wl_total_mm = 1.88
first_pass_iters = 2
wire_per_inst_um = 11.6
diodes = 0
drc = 0
drtIter0Drc = 1

[sta]
fin_setup_tns_ps = -473
relSlewSlack_pct = 84.4
timing.fmax_ghz = 0.802
setup_viol = 2
hold_viol_final = 0
fin_crit_sh_pct = 125
rsz0062_at_grt = true
slew_viol_final = 0
timing.final.ws_setup_ps = -248
worstMarginPinSlew_ps = 232
period_minus_slack_ps = 1250

[run_status]
violations = negative setup slack
outcome = finished, violations left

[synth]
yosysWarnings = 1
yosys-stat-cells = 70
ys.flops = 3
yosys_area_um2 = 536
postSynthSeqShare_pct = 14.0
synth_cell_types = 20
netlist_instances = 70
synth_area_um2 = 536
synth.avg_cell_area_um2 = 7.65

[power]
p_leak_nw = 0.592
power_density_mw_per_mm2 = 606
finalPower_mw = 0.780
ir_worst_vdd_v = 0.000231

[flow_run]
warnings = 28
maxCapViolations = 0
-- per-layer routing --
layer	vias up	share of wire (%)	routed length, µm
li1	329	-	-
met1	274	50	945
met2	27	42	795
met3	2	6.5	123
met4	0	1.0	19
met5	-	0	0
-- worst max-delay path by stage --
stage	end	cells past startpoint	startpoint	slack (ps)
global route	CMP_OUT[1]	8	B[7]	-340
CTS	CMP_OUT[1]	8	B[9]	-360
finish	CMP_OUT[1]	7	A[7]	-250
-- through the flow --
stage | cells | cell area, µm² | hold slack, ps
finish | 162 | 1290 | 151
global route | 162 | 1290 | 147
CTS | 161 | 1210 | 146
detailed placement | 157 | 1070 | 392
global placement | 157 | 1070 | 390
floorplan | 70 | 606 | -95.6
-- cell families after synthesis --
family | Yosys count | synth area share [%]
AND-OR/OR-AND | 14 | 13.8
adder cells (fa/ha/maj) | 16 | 37.4
buffers and inverters | 18 | 12.6
flip-flops | 3 | 14.0
multiplexers | 1 | 1.87
AND/OR/NAND/NOR | 18 | 20.3
-- where the power goes --
part / internal [mW] / total [mW] / switching (mW)
Sequential: 0.128 / 0.130 / 0.00165
Combinational: 0.260 / 0.443 / 0.182
Clock: 0.149 / 0.207 / 0.0581
-- state kept, by name, summed over array words and instances, names as in the netlist --
signal	cells
CMP_Flag	1
CMP_OUT	2
-- Yosys cell counts --
| library cell | n | area [µm²] |
|---|---|---|
| nand3b_1 | 1 | 7.51 |
| nor4_2 | 1 | 12.5 |
| nand3_2 | 1 | 10.0 |
| nor2_1 | 2 | 7.51 |
| nand2_1 | 7 | 26.3 |
| o21ai_1 | 3 | 15.0 |
| nand4b_1 | 1 | 8.76 |
| nand2_2 | 1 | 6.26 |
| o22ai_1 | 1 | 6.26 |
| a21oi_1 | 8 | 40.0 |
| mux2i_1 | 1 | 10.0 |
| nand3_1 | 1 | 5.00 |
| o21ai_0 | 1 | 5.00 |
| ha_1 | 16 | 200 |
| nand2b_1 | 1 | 6.26 |
| nand4_1 | 1 | 6.26 |
| dfrtp_1 | 3 | 75.1 |
| nand4_2 | 1 | 12.5 |
| inv_1 | 18 | 67.6 |
| a21o_1 | 1 | 7.51 |
-- what timing repair did --
action                                  CTS  global route
pin swaps                                19            18
buffers inserted                          0             1
endpoints found under the setup margin    5             5
hold buffers                              0             0
hold endpoints to repair                  0             0
gates resized                            87            34
-- final cells by class --
cell class	instances	share of cell area (%)
inverter	18	6.80
timing repair buffer	42	32.6
tap	46	4.47
sequential	3	5.83
clock buffer	4	2.04
multi-input combinational	49	48.3
Power and IR drop assume default switching activity.

===== ./config.mk =====
export PLATFORM = sky130hd
export DESIGN_NAME = LOGIC_UNIT
export DESIGN_NICKNAME = LOGIC_UNIT
export VERILOG_FILES = /design/flow/design.v
export SDC_FILE = /design/flow/constraint.sdc
export NUM_CORES = 4
export LEC_CHECK = 1
export CORE_AREA = 10 10 97 97
export DIE_AREA = 0 0 107 107

===== ./constraint.sdc =====
current_design LOGIC_UNIT

set clk_period 1.0
set clk_io_pct 0.2

create_clock -name clk0 -period $clk_period [get_ports {CLK}]

set non_clock_inputs [all_inputs -no_clocks]
set_input_delay [expr $clk_period * $clk_io_pct] -clock clk0 $non_clock_inputs
set_output_delay [expr $clk_period * $clk_io_pct] -clock clk0 [all_outputs]

===== ./design.v =====
module LOGIC_UNIT 
#( parameter IN_DATA_WIDTH = 16 , OUT_DATA_WIDTH = 16 )
 (
  input  wire [IN_DATA_WIDTH-1:0]  A   ,
input  wire [IN_DATA_WIDTH-1:0]  B   ,
input  wire [1:0]                ALU_FUNC ,
input  wire                      CLK ,
input  wire                      RST ,
input  wire                      Logic_enable ,
output reg [OUT_DATA_WIDTH-1:0]  Logic_OUT,
output reg                       Logic_Flag
);
reg [OUT_DATA_WIDTH-1:0]  Logic_OUT_comb  ;
reg                       Logic_Flag_comb ;
always @ (posedge CLK or negedge RST)
 begin 
   if (!RST)
     begin
      Logic_OUT  <= 'b0 ;
      Logic_Flag <= 'b0 ;	
	 end
   else
     begin   
      Logic_OUT  <= Logic_OUT_comb ;
      Logic_Flag <= Logic_Flag_comb ;
	 end
 end	 
 always @ (*)
 begin 
    Logic_OUT_comb = 1'b0 ;
    Logic_Flag_comb = 1'b0 ;
	if(Logic_enable)
      case (ALU_FUNC)
      2'b00 : begin
              Logic_OUT_comb = A & B ;
              Logic_Flag_comb = 1'b1 ;              
		      end
      2'b01 : begin
              Logic_OUT_comb = A | B ;
              Logic_Flag_comb = 1'b1 ;           
		      end
      2'b10 : begin
              Logic_OUT_comb = ~(A & B) ;
              Logic_Flag_comb = 1'b1 ;           
		      end
      2'b11 : begin
              Logic_OUT_comb = ~(A | B) ;
              Logic_Flag_comb = 1'b1 ;           
		      end
      endcase
	else
	 begin
      Logic_OUT_comb = 1'b0 ;
      Logic_Flag_comb = 1'b0 ;
     end
 end
endmodule

===== ./run.sh =====
#!/bin/bash
# OpenROAD 26Q1-2900-gdf79404cd8, Yosys 0.63+post, stock flow scripts
make -C /OpenROAD-flow-scripts/flow DESIGN_CONFIG=/design/flow/config.mk WORK_HOME=/design/flow/orfs finish

==> flow_metrics.env <==
# physical design summary
export IMPL_outcome="completed"
export IMPL_worstPathRequired_ns=1.14
export IMPL_swShare_pct=22.8
export IMPL_drtIter0Drc=13
export IMPL_logic_family="adder cells"
export IMPL_seqCellArea_um2=425
export IMPL_nFillCells=816
export IMPL_grt_pass1_vias=783
export IMPL_vdd_drop_max_mv=0.226
export IMPL_holdWs_ns=0.170
export IMPL_internal_power_mw=1.30
export IMPL_numPortBuffers=53
export IMPL_drive_above_1_share_pct=33.6
export IMPL_ys_sh_mux_pct=19.8
export IMPL_antenna_found_initial=0
export IMPL_warnings=26
export IMPL_clk_pin_slew_ns=0.07
export IMPL_layout_cells_non_filler=212
export IMPL_seq_power_share_pct=44.5
export IMPL_lay_top_count="clkdlybuf4s50_1"
export IMPL_end_kind="flop"
export IMPL_fp_coreArea_um2=7290
export IMPL_switching_power_mw=0.386
export IMPL_yosys_area_share_simple_pct=1.24
export IMPL_cts_made_buffers=3
export IMPL_setup_violations=0
export IMPL_mostFrequentLayoutCells="clkdlybuf4s50_1 (34), dfrtp_1 (17), mux2i_1 (16), buf_2 (12), maj3_2 (11)"
export IMPL_synthAdderAreaFrac_pct=21.4
export IMPL_fp_util_pct=11.1
export IMPL_finalHoldViolations=0
export IMPL_vias_per_cell=3.04
export IMPL_rsz0062_at_grt="false"
export IMPL_clockBufferDepth=2
export IMPL_rows=31
export IMPL_cts_sinks=17
export IMPL_die_area_um2=11400
export IMPL_die_width_um=107
export IMPL_syn_avg_cell_area_um2=14.4
export IMPL_max_slew_margin_pct=89.2
export IMPL_tightest_slew_ns=0.158
export IMPL_totalPowerFinal_mw=1.69
export IMPL_wl_um=2880
export IMPL_wl_per_cell_um=13.6
export IMPL_globalplace_congestion=0.700
export IMPL_min_path_cells=1
export IMPL_max_freq_mhz=1030
export IMPL_antenna_left=0
export IMPL_cp_data_arrival_time_ns=1.11
export IMPL_aoi_share_pct=0
export IMPL_ys_sh_xor_pct=0
export IMPL_grt_pass1_wl_um=4530
export IMPL_leakage_nw=0.682
export IMPL_grt_usage_pct=5.05
export IMPL_period_used_pct=97.4
export IMPL_grt_ovfl_total=0
export IMPL_dr_pass1_iters=3
export IMPL_diodes=0
export IMPL_ys_chip_area_um2=807
export IMPL_fin_tns_setup_ns=0
export IMPL_yosysWarnings=1
export IMPL_netlist_instances=56
export IMPL_pwr_share_clk_pct=31.2
export IMPL_logic_area_um2=352
export IMPL_syn_cell_area_um2=807
export IMPL_drv_slew=0
export IMPL_crit_path_start_kind="input pin"
export IMPL_hold_class="in -> reg"
export IMPL_min_delay_start="Logic_enable"
export IMPL_power_density_nw_per_um2=1120
export IMPL_comb_power_share_pct=24.3
export IMPL_drc=0
export IMPL_ys_cells=56
export IMPL_cts_tree="yes"
export IMPL_vias=644
export IMPL_fin_util_pct=20.6
export IMPL_cts_root_buf="clkbuf_8"
export IMPL_post_route_min_period_ns=0.974
export IMPL_ys_seq_elements=17
export IMPL_dpl_cell_count=207
export IMPL_cap_viol_max_count=0
export IMPL_hold_end="Logic_Flag$_DFF_PN0_"
export IMPL_ios=54
export IMPL_die_size_y_um=107
export IMPL_critPathKind="in -> reg"
export IMPL_ys_types=10
export IMPL_area_delta_synth_final_pct=86.0
export IMPL_h_tree_depth=1
export IMPL_postSynthSeqShare_pct=52.7
export IMPL_crit_fanout=1
export IMPL_grt_max_degree=18
-- flip-flops by register name, summed over array words and instances, names as in the netlist --
| name | count |
|---|---|
| Logic_Flag | 1 |
| Logic_OUT | 16 |
-- final cells by class --
type	instances	area share [%]
clock buffers	4	3.00
well taps	99	8.25
flip-flops and latches	17	28.3
multi-input cells	34	23.4
repair buffers	58	37.0
-- critical path: stages --
cell	delay, ns
clkdlybuf4s50_1	0.41
maj3_1	0.37
mux2i_1	0.13
-- routing by layer --
metal  track usage, %  share of wire [%]
met4            0.967                1.7
met3             1.94                9.2
met5                0                  0
met1             6.19                 40
met2             8.30                 49
-- metrics by stage --
stage          instance area, um^2  worst slack (ns)
2_1_floorplan                  807            0.0105
3_3_place_gp                  1500            -0.439
3_5_place_dp                  1500            -0.457
4_1_cts                       1520           -0.0338
5_1_grt                       1500            0.0182
6_report                      1500            0.0257
-- Yosys cell counts --
library cell	count	area (um^2)
buf_2	1	5.00
nand2_1	1	3.75
maj3_1	6	60.1
nand2b_1	1	6.26
dfrtp_1	17	425
maj3_2	10	113
mux2i_1	16	160
buf_6	1	11.3
clkbuf_1	2	7.51
buf_8	1	15.0
-- worst max path at each step --
stage                             startpoint                endpoint  slack (ns)  cells after the start
after CTS             Logic_OUT[7]$_DFF_PN0_            Logic_OUT[7]       -0.03                      1
after global routing                    A[0]  Logic_OUT[0]$_DFF_PN0_        0.02                      3
final                                   A[0]  Logic_OUT[0]$_DFF_PN0_        0.03                      3
-- logic make-up after synthesis --
| group | after synthesis |
|---|---|
| muxes | 16 |
| DFF | 17 |
| and+or+nand+nor | 2 |
| adders and majority gates | 16 |
| buffers and inverters | 5 |
-- repair_timing --
action | 4_1_cts | 5_1_grt
cloned | 1 | 0
resized | 49 | 9
setup buffers | 0 | 0
endpoints found under the setup margin | 33 | 7
hold buffers | 0 | 0
endpoints found under the hold margin | 0 | 0
-- power by group through the flow --
stage / sequential (mW) / combinational (mW) / clock (mW)
6_report: 0.751 / 0.411 / 0.526
4_1_cts: 0.752 / 0.430 / 0.559
5_1_grt: 0.756 / 0.453 / 0.586
Power is estimated from default activity; no workload was simulated.
